$ cat design/flow/design.v
module project(clk,sw,led,disp);
	input clk;
	input [15:0] sw;
	output [15:0] led;
	output [6:0] disp;
	reg[4:0] random;
	reg[15:0] example = 16'b0010110010101101;
	reg xorex;
	reg [3:0] count;
	reg[15:0] led;
	reg clk1 = 0;
	reg[31:0] cnt;
	parameter endgame = 3;
	integer i;
	always @(negedge clk) begin
		if(cnt == 24999999) begin
			cnt <= 0;
			clk1 <= 1;
		end
		else begin
			cnt <= cnt+1;
			clk1 <= 0;
		end
	end
	always @(negedge clk1)begin
			random ={example[12],example[9],example[7],example[3],example[1]};
			xorex = (example[12]^example[9]^example[7]^example[3]^example[1]);
			for(i=0; i<15;i=i+1) begin
				example[i] = example[i+1];
			end
			example[15] = xorex;
	end
	always @(negedge clk1)begin
		case(random)
			5'b00001 : led <= 16'b0000000000000001;
			5'b00010 : led <= 16'b0000000000000010;
			5'b00011 : led <= 16'b0000000000000100;
			5'b00100 : led <= 16'b0000000000001000;
			5'b00101 : led <= 16'b0000000000010000;
			5'b00110 : led <= 16'b0000000000100000;
			5'b00111 : led <= 16'b0000000001000000;
			5'b01000 : led <= 16'b0000000010000000;
			5'b01001 : led <= 16'b0000000100000000;
			5'b01010 : led <= 16'b0000001000000000;
			5'b01011 : led <= 16'b0000010000000000;
			5'b01100 : led <= 16'b0000100000000000;
			5'b01101 : led <= 16'b0001000000000000;
			5'b01110 : led <= 16'b0010000000000000;
			5'b01111 : led <= 16'b0100000000000000;
			5'b10000 : led <= 16'b1000000000000000;
			default : led <= 16'b0000000000000000;
		endcase
		if(led == 16'b0000000000000001)begin
			if(sw[0]==1)
				count <= count + 1;
		end
		else if(led == 16'b0000000000000010)begin
			if(sw[1]==1)
				count <= count + 1;
		end
		else if(led == 16'b0000000000000100)begin
			if(sw[2]==1)
				count <= count + 1;
		end
		else if(led == 16'b0000000000001000)begin
			if(sw[3]==1)
				count <= count + 1;
		end
		else if(led == 16'b0000000000010000)begin
			if(sw[4]==1)
				count <= count + 1;
		end
		else if(led == 16'b0000000000100000)begin
			if(sw[5]==1)
				count <= count + 1;
		end
		else if(led == 16'b0000000001000000)begin
			if(sw[6]==1)
				count <= count + 1;
		end
		else if(led == 16'b0000000010000000)begin
			if(sw[7]==1)
				count <= count + 1;
		end
		else if(led == 16'b0000000100000000)begin
			if(sw[8]==1)
				count <= count + 1;
		end
		else if(led == 16'b0000001000000000)begin
			if(sw[9]==1)
				count <= count + 1;
		end
		else if(led == 16'b0000010000000000)begin
			if(sw[10]==1)
				count <= count + 1;
		end
		else if(led == 16'b0000100000000000)begin
			if(sw[11]==1)
				count <= count + 1;
		end
		else if(led == 16'b0001000000000000)begin
			if(sw[12]==1)
				count <= count + 1;
		end
		else if(led == 16'b0010000000000000)begin
			if(sw[13]==1)
				count <= count + 1;
		end
		else if(led == 16'b0100000000000000)begin
			if(sw[14]==1)
				count <= count + 1;
		end
		else if(led == 16'b1000000000000000)begin
			if(sw[15]==1)
				count <= count + 1;
		end
		else count <= count;
		if(count == endgame)begin
			led <= 16'b1111111111111111;
			count <= 0;
		end
	end
	led7 u1 (count,disp);
endmodule
module led7(bcd,disp);
	input [3:0] bcd;
	output [6:0] disp;
	reg [6:0] display;
	assign disp = ~display;
	always @(bcd) begin
		case (bcd)
			0: display=7'b111_1110;
			1: display=7'b011_0000;
			2: display=7'b110_1101;
			3: display=7'b111_1001;
			4: display=7'b011_0011;
			5: display=7'b101_1011;
			6: display=7'b101_1111;
			7: display=7'b111_0000; 
			8: display=7'b111_1111;
			9: display=7'b111_1011;
			10: display=7'b111_0111;
			11: display=7'b001_1111;
			12: display=7'b100_1110;
			13: display=7'b011_1101;
			14: display=7'b100_1111;
			15: display=7'b100_0111;
			default: display = 7'b000_0000;
		endcase
	end
endmodule
$ cat design/flow/run.sh
#!/bin/bash
# OpenROAD 26Q1-2900-gdf79404cd8, Yosys 0.63+post, stock flow scripts
make -C /OpenROAD-flow-scripts/flow DESIGN_CONFIG=/design/flow/config.mk WORK_HOME=/design/flow/orfs finish
$ cat design/flow/config.mk
export PLATFORM = sky130hd
export DESIGN_NAME = project
export DESIGN_NICKNAME = project
export VERILOG_FILES = /design/flow/design.v
export SDC_FILE = /design/flow/constraint.sdc
export NUM_CORES = 4
export LEC_CHECK = 1
export CORE_UTILIZATION = 40
$ cat design/flow/constraint.sdc
current_design project

set clk_period 6.5
set clk_io_pct 0.2

create_clock -name clk0 -period $clk_period [get_ports {clk}]

set non_clock_inputs [all_inputs -no_clocks]
set_input_delay [expr $clk_period * $clk_io_pct] -clock clk0 $non_clock_inputs
set_output_delay [expr $clk_period * $clk_io_pct] -clock clk0 [all_outputs]
==> results.json <==
{
  "status": "finished, final reports clean",
  "cts_max_level": 2,
  "wl_met1_um": 3390,
  "worstPathArrival_ps": 5680,
  "fillers": 828,
  "layout-drive-gt1-share_pct": 6.39,
  "ys_seq_elements": 80,
  "yosys_area_um2": 3630,
  "synth_cell_types": 67,
  "start_kind": "register",
  "die_h_um": 97.3,
  "p_leak_nw": 1.71,
  "reg2reg_depth": 8,
  "dr.pass1.iters": 4,
  "p_comb_share_pct": 2.5,
  "crit_family": "simple AND/OR/NAND/NOR gates",
  "wl_um": 6590,
  "postCtsSetupBuffers": 0,
  "wl_per_cell_um": 11.7,
  "synth-edff-count": 0,
  "wl_met3_um": 288,
  "grt_max_degree": 48,
  "clockBufferDepth": 2,
  "async_reset_ff_share_pct": 0,
  "skew_ps": 16.8,
  "min_to": "cnt[0]$_SDFF_NP0_",
  "period_used_pct": 34.1,
  "avgSynthCellArea_um2": 9.51,
  "clock_latency_ps": 340,
  "die_area_um2": 9470,
  "cts_resized": 0,
  "p_switching_mw": 0.117,
  "pin_count": 40,
  "cpPeakStageDelay_ps": 360,
  "path_buffers": 0,
  "grt.overflow.total": 0,
  "grt_use_total_pct": 14.6,
  "areaGrowthSynthToFinish_pct": 19.3,
  "final_area_um2": 4330,
  "unclocked_regs": 47,
  "setup_viol": 0,
  "hold_viol_final": 0,
  "fin_cells": 562,
  "holdCritPathClass": "reg2reg",
  "r2r_slack_ps": 4290,
  "power.density_nw_per_um2": 98.9,
  "synthFlopType": "dfxtp_1",
  "drv_slew": 0,
  "final_util_pct": 49.4,
  "tightest_slew_ps": 831,
  "grt_pass1_wl_um": 11600,
  "required_ps": 9960,
  "yosysCellCount": 382,
  "clkPwrFrac_pct": 49.8,
  "place_area_um2": 4130,
  "antenna_left": 0,
  "vias": 2842,
  "drv_cap": 0,
  "top_layer": "met4",
  "path_class": "reg2reg",
  "wl_met2_um": 2890,
  "layout_top_cell": "dfxtp_1",
  "n_antenna_cell": 0,
  "grt_pass1_vias": 2668,
  "postSynthSeqShare_pct": 44.1,
  "io_buffers": 39,
  "cp_cell_sequence": "and3_1 -> and3_1 -> and2_1 -> nand3_1 -> nor2_1 -> and4_1 -> nand3_1 -> xnor2_1",
  "core_region_area_um2": 8760,
  "end_kind": "register",
  "hpwl_um": 4930,
  "fmax_mhz": 452,
  "min_from": "cnt[0]$_SDFF_NP0_",
  "fin_setup_tns_ps": 0,
  "r2r_start": "cnt[2]$_SDFF_NP0_",
  "synthCells": 382,
  "fin_crit_ps": 2210,
  "place_inst": 522,
  "clkTransAtPathRegs_ps": 30,
  "power.internal_mw": 0.311,
  "mostFrequentLayoutCells": "dfxtp_1, inv_1, clkdlybuf4s50_1",
  "routed_via_density": 5.06,
  "cts_hold_buf": 0,
  "initCoreUtil_pct": 41.4,
  "core.rowCount": 34,
  "r2r_end": "cnt[31]$_SDFF_NP0_",
  "swShare_pct": 27.3,
  "power_mw": 0.428,
  "drt_first_iter_violations": 66,
  "warnings": 64,
  "cts_tree": "yes",
  "place_congestion": 0.858,
  "cp_slowest_cell": "dfxtp_1",
  "peakVddDrop_mv": 0.170,
  "relSlewSlack_pct": 44.2,
  "cts_root_buffer": "clkbuf_8",
  "rsz0062_at_grt": "no",
  "antenna_found_initial": 0,
  "untimed_endpoints": 70,
  "pwr-share-seq_pct": 47.7,
  "critPathMaxFanout": 5,
  "hold_path_depth": 1,
  "die_x_um": 97.3,
  "cts_buffers": 5,
  "drc": 0,
  "synth_warnings": 2,
  "netlist_area_um2": 3630
}
-- power by group through the flow --
stage	sequential (mW)	clock (mW)	combinational, mW
final	0.204	0.213	0.0109
after CTS	0.204	0.225	0.0109
after global routing	0.203	0.249	0.0115
-- layout make-up --
class | instances | area [µm²] | area share (%)
clock buffers | 5 | 68.8 | 1.59
clock inverters | 36 | 135 | 3.12
inverters | 23 | 86.3 | 1.99
multi-input cells | 269 | 1900 | 43.8
flip-flops and latches | 80 | 1600 | 37.0
well taps | 108 | 135 | 3.12
repair buffers | 41 | 405 | 9.36
-- registers in the layout, summed over array words and instances, names as in the netlist --
signal	count
example	15
count	4
led	16
clk1	1
random	5
cnt	32
u1.display	7
-- per-layer routing --
metal,vias up,track usage (%)
met5,-,0
met4,0,2.26
met3,2,2.93
met2,65,23.2
met1,1290,21.7
li1,1485,-
-- synthesized netlist by cell type, drive strengths merged (6+ instances only) --
cell type   n  area share, %
ha          9            3.1
nand2      27            2.9
nor2       32            3.3
nand2b      6            1.0
xor2       17            4.3
nor2b       7            1.2
xnor2      21            5.1
dfxtp      80             44
inv        24            2.5
nor3        6           0.83
nand4       9            1.6
nor4        9            2.7
and4        6            1.5
nand3      24            3.4
o21ai      24            3.3
-- through the flow --
stage,hold slack (ps),setup slack (ps)
detailed placement,448,4280
global route,478,3960
floorplan,426,4520
global placement,450,4320
finish,453,4290
CTS,454,4290
-- kinds of logic after synthesis --
logic type,share of synthesized area (%)
compound gates,12.2
xor+xnor,9.37
fa+ha+maj,3.10
buf+inv,3.79
flops,44.1
mux,2.72
simple gates,24.7
-- how the worst max path moves through the flow --
stage                   endpoint  depth (start not counted)                from
finish        cnt[31]$_SDFF_NP0_                          8   cnt[2]$_SDFF_NP0_
global route  cnt[20]$_SDFF_NP0_                          7   cnt[7]$_SDFF_NP0_
CTS           cnt[20]$_SDFF_NP0_                          7  cnt[28]$_SDFF_NP0_
Power and IR drop assume default switching activity.
